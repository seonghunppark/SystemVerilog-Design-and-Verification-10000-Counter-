## flow/run.sh

```bash
#!/bin/bash
# OpenROAD 26Q1-2900-gdf79404cd8, Yosys 0.63+post, stock flow scripts
make -C /OpenROAD-flow-scripts/flow DESIGN_CONFIG=/design/flow/config.mk WORK_HOME=/design/flow/orfs finish
```

## flow/config.mk

```make
export PLATFORM = sky130hd
export DESIGN_NAME = fifo
export DESIGN_NICKNAME = fifo
export VERILOG_FILES = /design/flow/design.v
export SDC_FILE = /design/flow/constraint.sdc
export NUM_CORES = 4
export LEC_CHECK = 1
export CORE_UTILIZATION = 30
```

## flow/constraint.sdc

```tcl
current_design fifo

set clk_period 3.3
set clk_io_pct 0.2

create_clock -name clk0 -period $clk_period [get_ports {clk}]

set non_clock_inputs [all_inputs -no_clocks]
set_input_delay [expr $clk_period * $clk_io_pct] -clock clk0 $non_clock_inputs
set_output_delay [expr $clk_period * $clk_io_pct] -clock clk0 [all_outputs]
```

## flow/design.v

```verilog
`timescale 1ns / 1ps
module fifo (
    input  logic       clk,
    input  logic       rst,
    input  logic       wr,
    input  logic       rd,
    input  logic [7:0] wdata,
    output logic [7:0] rdata,
    output logic       full,
    output logic       empty
);
    logic [2:0] waddr, raddr;
    logic wr_en;
    assign wr_en = wr & ~full;
    register_file U_REG_FILE (
        .*,
        .wr(wr_en)
    );   
    fifo_control_unit U_FIFO_CU (.*);
endmodule
module register_file #(
    parameter AWIDTH = 3
) (
    input  logic                clk,
    input  logic                wr,
    input  logic [         7:0] wdata,
    input  logic [AWIDTH - 1:0] waddr,
    input  logic [AWIDTH - 1:0] raddr,
    output logic [         7:0] rdata
);
    logic [7:0] ram[0:2**AWIDTH - 1];   
    assign rdata = ram[raddr];
    always_ff @(posedge clk) begin : blockName
        if (wr) begin
            ram[waddr] <= wdata;
        end
    end
endmodule
module fifo_control_unit #(
    parameter AWIDTH = 3
) (
    input  logic                clk,
    input  logic                rst,
    input  logic                wr,
    input  logic                rd,
    output logic [AWIDTH - 1:0] waddr,
    output logic [AWIDTH - 1:0] raddr,
    output logic                full,
    output logic                empty
);
    logic [AWIDTH - 1:0] waddr_reg, waddr_next;
    logic [AWIDTH - 1:0] raddr_reg, raddr_next;
    logic full_reg, full_next;
    logic empty_reg, empty_next;
    logic wr_en;
    assign waddr = waddr_reg;
    assign raddr = raddr_reg;
    assign full  = full_reg;
    assign empty = empty_reg;
    always_ff @(posedge clk, posedge rst) begin
        if (rst) begin
            waddr_reg <= 0;
            raddr_reg <= 0;
            full_reg  <= 0;
            empty_reg <= 1'b1;
        end else begin
            waddr_reg <= waddr_next;
            raddr_reg <= raddr_next;
            full_reg  <= full_next;
            empty_reg <= empty_next;
        end
    end
    always_comb begin
        waddr_next = waddr_reg;
        raddr_next = raddr_reg;
        full_next  = full_reg;
        empty_next = empty_reg;
        case ({
            wr, rd
        })
            2'b01: begin   
                if (!empty_reg) begin
                    raddr_next = raddr_reg + 1;
                    if (waddr_reg == raddr_next) begin
                        full_next  = 1'b0;
                        empty_next = 1'b1;
                    end
                end
            end
            2'b10: begin   
                if (!full_reg) begin
                    waddr_next = waddr_reg + 1;
                    empty_next = 1'b0;
                    if (waddr_next == raddr_reg) begin
                        full_next = 1'b1;
                    end
                end
            end
            2'b11: begin   
                if (full_reg) begin
                    raddr_next = raddr_reg + 1;
                    full_next  = 1'b0;
                end else if (empty_reg) begin
                    waddr_next = waddr_reg + 1;
                    empty_next = 1'b0;
                end else begin
                    raddr_next = raddr_reg + 1;
                    waddr_next = waddr_reg + 1;
                end
            end
        endcase
    end
endmodule
```

==> CHANGELOG.md <==
### Implementation results

* Outcome: complete, no violations
* Core ar. at 9680 µm²
* Clock share of power at 22.4%
* Total design power at 2.99 mW
* Reg2Reg Setup Slack at 1.55 ns
* Remaining global-route overflow at 0
* Top cells by area: edfxtp_1 (64%), mux4_1 (7.0%), mux4_2 (6.0%)
* H-tree lvl count at 3
* Post-synthesis area per instance at 21.2 µm²
* Maxcap violations at 0
* DP Worst Slack at 0.700 ns
* Chip Height at 102 µm
* First-pass GRT wire length at 7.64 mm
* TritonCTS Sinks at 72
* Internal power at 2.18 mW
* Total Routing Usage GR at 10.8%
* Worst hold path type: in -> async
* Power share of the combinational group at 35.5%
* Routability cong. at 0.731
* Crit path cell chain: buf_4 -> mux4_1 -> mux2_4 -> clkdlybuf4s50_1
* Initial drt markers at 77
* Final wirelength at 4.85 mm
* Top-area cell share at 64.4%
* Setup TNS at 0 ns
* DP Area at 3390 µm²
* Cell Pwr Density at 833 nW/µm²
* Flops out of synthesis at 72
* Antenna violations before repair at 0
* IO Port Bufs at 21
* Largest net degree at the start of global routing at 20
* Num CTS Buffers at 9
* Latency at later pin at 0.34 ns
* Post-CTS Resized at 0
* First drt pass iteration count at 4
* Sw frac at 26.9%
* CP max stage delay at 0.60 ns
* R2r startpoint: U_FIFO_CU.full_reg$_DFFE_PP0P_
* CP endpoint kind: output pin
* Fin crit period at 2.93 ns
* Via density at 4.34
* Mapped Area at 2980 µm²
* Fin crit share at 88.7%
* Final Max Slew Viols at 0
* Proportion of layout cells with a drive suffix above 1 at 25.1%
* Path depth of the worst reg2reg path at 5
* Die W at 102 µm
* Layout filler cell count at 884
* Fmax at 0.342 GHz
* Clock root cell: clkbuf_8
* Share of flip-flops with an asynchronous set or reset at 11.1%
* Hold buffer count at CTS at 0
* Number of diodes at 0
* CP Max Fanout at 19
* ANT nets after route at 0
* Slew headroom at 50.9%
* Most frequent cells in the layout: edfxtp_1 (64), clkdlybuf4s50_1 (21), buf_4 (12), clkbuf_8 (9)
* Synth warn at 2
* Top cell type by total area after synthesis: edfxtp_1
* Setup violators final at 0
* Dominant synthesized flop cell: edfxtp_1
* Clock transition at path regs at 0.08 ns
* Startpoint Class: flip-flop
* Post-synth EDFFs at 64
* Post-route setup slack at 0.373 ns
* Worst-case clock skew at 0.00675 ns
* Post-synth seq share at 71.2%
* Seq pwr share at 42.2%
* Tool warnings at 25
* Vias in the first global route at 1400
* DIE AREA at 10300 µm²
* Via Count at 1371
* RSZ-0062 raised after global routing: no
* Worst vdd ir at 0.000269 V
* Arr. time, crit path at 2.27 ns
* Max reg flops at 64
* Area reported by Yosys stat at 2980 µm²
* Routed len/inst at 15.3 µm
* Distinct cell type count after synthesis at 27
* Setup CP Type: reg -> out
* DRC at 0
* Bufs on Longest Clock Path at 2
* NetSw at 0.804 mW
* Core Util at FP at 30.8%
* Post-CTS Repair Setup Buffers at 0
* CTS tree: yes
* Final Cell Area at 3590 µm²
* HPWL after detailed placement at 3.10 mm
* Share of the core filled with cells at 37.0%
* Slowest cell on crit path: mux4_1
* Row count at 36
* # Cells Yosys at 141
* Final count of hold timing violations at 0
* Top Ports at 22
* Worst EP required at 2.64 ns
* P_leak at 1.24 nW
* Most numerous logic cell after layout: edfxtp_1
* Worst r2r dst: U_REG_FILE.ram[2][1]$_DFFE_PP_
* Least-Margin Pin Slew at 0.736 ns
* Layout area overhead at 20.2%
* Synth Instances at 141
final cells by class:
cell class,count,area (µm²),share of cell area (%)
clock inverters,7,70.1,1.95
inverters,1,3.75,0.105
clock buffers,9,124,3.45
flip-flops and latches,72,2120,59.2
repair buffers,33,300,8.37
multi-input cells,61,798,22.3
well taps,133,166,4.64
metal layers:
layer	routed length (µm)	global-route usage, %	part of all wire, %
met5	0	0	0
met2	2420	16.8	50
met3	222	3.08	4.6
met4	98	2.34	2.0
met1	2110	16.3	44
power by group through the flow:
stage     logic [mW]  registers [mW]  clock network [mW]
4_1_cts         1.09            1.27               0.686
6_report        1.06            1.26               0.668
5_1_grt         1.16            1.28               0.725
worst max-delay path by stage:
| stage | slack [ns] | from | end |
|---|---|---|---|
| 6_report | 0.37 | U_FIFO_CU.raddr_reg[0]$_DFFE_PP0P_ | rdata[3] |
| 5_1_grt | 0.25 | U_FIFO_CU.raddr_reg[0]$_DFFE_PP0P_ | rdata[7] |
| 4_1_cts | 0.32 | U_FIFO_CU.raddr_reg[0]$_DFFE_PP0P_ | rdata[3] |
per-stage QoR:
step	hold slack, ns	instances
floorplan	0.475	141
global placement	0.590	300
detailed placement	0.600	300
CTS	0.568	316
global route	0.593	316
finish	0.570	316
worst max-delay path, delay by kind of cell, from the launching register on:
kind | cells | cell delay [ns]
buffers and inverters | 2 | 0.73
muxes | 2 | 0.88
DFF | 1 | 0.32
Yosys cell counts (all sizes together) (3+ instances only):
cell,n
xnor2,5
edfxtp,64
buf,6
dfrtp,7
mux2,10
nor2,7
nand2,4
mux4,16
nand2b,3
cell families after synthesis:
group / count (synthesis) / share of synthesized area, %
simple gates: 20 / 3.27
fa+ha+maj: 2 / 0.839
flops: 72 / 71.2
mux: 26 / 17.9
compound gates: 4 / 1.22
buf+inv: 8 / 2.06
xor+xnor: 9 / 3.57
Power is estimated from default activity; no workload was simulated.
