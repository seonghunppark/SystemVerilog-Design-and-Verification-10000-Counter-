$ cat flow/design.v
`timescale 1ns / 1ps
module uart_rx (
    input  logic       clk,
    input  logic       rst,
    input  logic       b_tick,
    input  logic       rx,
    output logic [7:0] rx_data,
    output logic       rx_done
);
    localparam [1:0] IDLE = 2'b00, START = 2'b01, DATA = 2'b10, STOP = 2'b11;
    logic [1:0] state_reg, state_next;
    logic [4:0] b_tick_cnt_reg, b_tick_cnt_next;
    logic [3:0] bit_cnt_reg, bit_cnt_next;
    logic rx_done_reg, rx_done_next;
    logic [7:0] rx_buff_reg, rx_buff_next;
    assign rx_data = rx_buff_reg;
    assign rx_done = rx_done_reg;
    always_ff @(posedge clk, posedge rst) begin
        if (rst) begin
            state_reg <= IDLE;
            b_tick_cnt_reg <= 0;
            bit_cnt_reg <= 0;
            rx_done_reg <= 0;
            rx_buff_reg <= 0;
        end else begin
            state_reg <= state_next;
            b_tick_cnt_reg <= b_tick_cnt_next;
            bit_cnt_reg <= bit_cnt_next;
            rx_done_reg <= rx_done_next;
            rx_buff_reg <= rx_buff_next;
        end
    end
    always_comb begin
        state_next = state_reg;
        b_tick_cnt_next = b_tick_cnt_reg;
        bit_cnt_next = bit_cnt_reg;
        rx_done_next = rx_done_reg;
        rx_buff_next = rx_buff_reg;
        case (state_reg)
            IDLE: begin
                rx_done_next = 0;
                if (b_tick) begin
                    if (!rx) begin
                        b_tick_cnt_next = 0;
                        state_next = START;
                    end
                end
            end
            START: begin
                if (b_tick) begin
                    if (b_tick_cnt_reg == 23) begin
                        bit_cnt_next = 0;
                        b_tick_cnt_next = 0;
                        state_next = DATA;
                    end else begin
                        b_tick_cnt_next = b_tick_cnt_reg + 1;
                    end
                end
            end
            DATA: begin
                if (b_tick) begin
                    if (b_tick_cnt_reg == 0) begin
                        rx_buff_next[7] = rx;
                    end
                    if (b_tick_cnt_reg == 15) begin
                        if (bit_cnt_reg == 7) begin
                            state_next = STOP;
                        end else begin
                            b_tick_cnt_next = 0;
                            bit_cnt_next = bit_cnt_reg + 1;
                            rx_buff_next = rx_buff_reg >> 1;
                        end
                    end else begin
                        b_tick_cnt_next = b_tick_cnt_reg + 1;
                    end
                end
            end
            STOP: begin
                if (b_tick) begin
                    rx_done_next = 1'b1;
                    state_next   = IDLE;
                end
            end
        endcase
    end
endmodule
$ cat flow/run.sh
#!/bin/bash
# OpenROAD 26Q1-2900-gdf79404cd8, Yosys 0.63+post, stock flow scripts
make -C /OpenROAD-flow-scripts/flow DESIGN_CONFIG=/design/flow/config.mk WORK_HOME=/design/flow/orfs finish
$ cat flow/config.mk
export PLATFORM = sky130hd
export DESIGN_NAME = uart_rx
export DESIGN_NICKNAME = uart_rx
export VERILOG_FILES = /design/flow/design.v
export SDC_FILE = /design/flow/constraint.sdc
export NUM_CORES = 4
export LEC_CHECK = 1
export CORE_AREA = 10 10 101 101
export DIE_AREA = 0 0 111 111
$ cat flow/constraint.sdc
current_design uart_rx

set clk_period 1.9
set clk_io_pct 0.2

create_clock -name clk0 -period $clk_period [get_ports {clk}]

set non_clock_inputs [all_inputs -no_clocks]
set_input_delay [expr $clk_period * $clk_io_pct] -clock clk0 $non_clock_inputs
set_output_delay [expr $clk_period * $clk_io_pct] -clock clk0 [all_outputs]
==> run notes <==
Physical implementation

The post-layout total power is 1.915 mW. The peak clock frequency supported by timing is 567.6 MHz. The TritonCTS clock tree is done. The placed wire-length estimate is 2135 um. Measured in cells, the most critical reg-to-reg path has a length of 5.

The final estimated routing congestion in global placement is 0.8258. Walking the worst path, the cells encountered are ha_1, and2_2, and3_1, a21oi_1, o211ai_1. In the routed layout, each cell is associated on average with a via count of 4.035. The final number of hold-violating endpoints is 0. In the global route stage, overall resource usage came out at 4.681%. At the pin with the least slew margin, the transition time is 0.6222 ns. For this run, the slowest stage of the critical path takes 0.42 ns. The final-report setup violation count is 0. The end point of the critical path is bit_cnt_reg[0]. The area recorded from the Yosys report for this design is 0.001281 mm^2. The total routed wirelength is 2839 um. Setup slack on the worst reg-to-reg path comes out at 0.14 ns. The launching element type of the critical path is a flop. The depth of the CTS H-tree is 1.

The met2 routed wirelength is 1266 um. On the critical path the largest part of the delay comes from AND-OR/OR-AND gates. Summing every instance area after synthesis gives 0.001281 mm^2. In the finished design, the share of the clock period the worst path needs comes to 92.73%. After floorplanning, the die was sized to cover 0.01232 mm^2. The post-cts resize count is 0.

For this block, the via count after detailed routing is 1,049. The number of nets still failing antenna checks after routing is 0. The number of top-level design ports is 13. The later pin in the worst-skew pair is clocked with a latency of 0.27 ns. The sink count of the clock tree is 22.

Setup repair after global routing left no endpoint under its margin. The floorplan step defined a core boundary enclosing 0.008134 mm^2. The critical path in this run is classified as flop to flop. Setup slack on the critical path of the routed design comes to 0.1381 ns. The growth of design area from synthesis to finish is 29.88%. The die boundary width is 111 um. The initial antenna violation count is 0.

The number of cells reported by Yosys stat comes to 133. The commonest register cell is sky130_fd_sc_hd__dfrtp_1. The shortest clock period the worst path allows after layout is 1.762 ns. Per the layout area report, the combinational gate area comes to 646.9 um^2. OpenSTA, run right after detailed placement, puts the worst setup slack at -0.07514 ns. OpenROAD emitted warnings numbering 26.

Per the layout report, the design carries 876 filler cells. The detailed router's first-iteration violation count is 38. The cell area after placement is 0.001589 mm^2. The worst setup path is captured at a flop. The non-filler instance count after layout is 260.

The wire length the detailed router placed on met1 is 1351 um. The synthesized design contains 0 enable-type register cells. The number of global-route vias before repair came to 1,017. In this run the mean area of a mapped cell was 9.633 um^2. The ratio of cells with drive above 1 in the final layout is 18.06%. The remaining global-route overflow is 0. The synthesis report gives the async set-or-reset register share as 100.0%. Post-CTS timing repair inserted 0 buffers for setup. The max-cap violation count is 0. Counting both buffers and inverters, the worst setup path holds a total of 0. Entering global routing, the biggest net connects 23 pins. On the critical path, the stage with the largest delay is an instance of sky130_fd_sc_hd__dfrtp_1. The initial standard-cell utilization of the core is 15.75%.

The sequential cell area in the final layout is 551.8 um^2. The data required time reported for the critical path is 2.04 ns. The tightest min-delay check is of the input port to async pin type. CTS reports a maximum clock tree buffer depth of 2. The uppermost layer routed is met4. In this run the vertical extent of the chip is 111 um. The worst setup path startpoint is b_tick_cnt_reg[0]. The OpenROAD report gives the critical path a data arrival time of 1.90 ns.

The wire length on met3 is 187 um. Yosys mapped the design onto 45 distinct sky130hd cell types. After routing, the total negative slack on setup checks comes to 0 ns.

The leakage component of the power is 0.6873 nW. The antenna diode count is 0. The count of TritonRoute iterations in the first routing pass is 4. The number of warnings printed during yosys synthesis is 1.

The timing report gives the clock slew at the launch and capture registers of the worst setup and hold paths as 0.08 ns. Counting every instance in the synthesized netlist gives 133. Counting tap cells, the placed design contains a total of 256 instances.

The CTS buffer count is 3. The first global-routing pass estimated 4940 um of wire. The script computed a power per unit cell area of 1151 mW/mm^2. The number of core rows is 33. Buffers inserted to repair hold after CTS numbered 0. The clock root buffer master is sky130_fd_sc_hd__clkbuf_8. TritonRoute output was used to compute an average wire per cell of 10.92 um. The run finished with clean final reports. The final cell utilization of the core is 20.46%.

The worst flop-to-flop path endpoint is bit_cnt_reg[0]. The post-synth register bit count is 22. The number of flip-flops in the largest register is 8. Counting pins that exceed their max-slew limit in the final report gives 0. All stages included, the depth of the critical timing path comes to 5. The launch point of the worst reg-to-reg path is b_tick_cnt_reg[0]. The remaining design rule violation count is 0.

For the final database, setup skew stands at 0.006462 ns. The tightest slew margin relative to the limit is 57.93%. The buffer_ports step reported a buffer count of 12.

Summing the sequential cell areas from Yosys gives 43.07% of the chip area. STA lists the maximum fanout along the critical path as 5. The final worst hold slack is 0.4517 ns. The final instance area is 0.001664 mm^2.

IR analysis of the VDD net gives a maximum drop of 0.0003989 V.
[worst min-delay path by stage]
stage | start | to | slack (ns)
5_1_grt | rst | rx_buff_reg[3] | 0.47
6_report | rst | rx_buff_reg[0] | 0.45
4_1_cts | rst | rx_buff_reg[0] | 0.46
[tightest hold or removal path: cells and delay by family]
kind                   cells  cell delay [ns]
buffers and inverters      3             0.74
[report_power, final]
group / internal [mW] / switching (mW)
sequential: 0.586 / 0.161
combinational: 0.371 / 0.357
clock: 0.282 / 0.158
[layer usage]
layer	track usage, %	up-vias
met1	6.409	496
li1	-	525
met2	7.233	26
met3	1.478	2
met5	0	-
met4	0.6076	0
[cells by family after synthesis]
| kind of cell | count (synthesis) | share of synthesized area (%) |
|---|---|---|
| adders and majority gates | 4 | 3.906 |
| AOI/OAI and AO/OA | 35 | 20.61 |
| buffers and inverters | 19 | 6.738 |
| DFF | 22 | 43.07 |
| and+or+nand+nor | 51 | 23.93 |
| muxes | 2 | 1.758 |
[Yosys cell counts, types with 2 or more instances]
library cell                n  area, um^2
sky130_fd_sc_hd__a21oi_1    3       15.01
sky130_fd_sc_hd__ha_1       4       50.05
sky130_fd_sc_hd__o21ai_0    8       40.04
sky130_fd_sc_hd__and3_1     2       12.51
sky130_fd_sc_hd__clkbuf_1   2       7.510
sky130_fd_sc_hd__o211ai_1   3       22.52
sky130_fd_sc_hd__nor3b_1    2       15.01
sky130_fd_sc_hd__a21o_1     2       15.01
sky130_fd_sc_hd__nand3_1   16       80.08
sky130_fd_sc_hd__a22o_1     3       26.28
sky130_fd_sc_hd__nand3b_1   3       22.52
sky130_fd_sc_hd__inv_1     12       45.04
sky130_fd_sc_hd__nor2b_1    3       18.77
sky130_fd_sc_hd__o21ai_1    3       15.01
sky130_fd_sc_hd__buf_2      3       15.01
sky130_fd_sc_hd__mux2_2     2       22.52
sky130_fd_sc_hd__nand2_1    5       18.77
sky130_fd_sc_hd__nand2b_1   3       18.77
sky130_fd_sc_hd__nor2_1     6       22.52
sky130_fd_sc_hd__o21a_1     2       15.01
sky130_fd_sc_hd__nor3_1     2       10.01
sky130_fd_sc_hd__dfrtp_1   21       525.5
[cell usage in the layout, fill, tap and decap left out, types with 2 or more instances in the layout]
cell	Yosys	routed
sky130_fd_sc_hd__o211ai_1	3	3
sky130_fd_sc_hd__a22o_1	3	3
sky130_fd_sc_hd__nand2b_1	3	2
sky130_fd_sc_hd__nand3b_1	3	3
sky130_fd_sc_hd__a21o_1	2	2
sky130_fd_sc_hd__nor3b_1	2	2
sky130_fd_sc_hd__a21oi_1	3	3
sky130_fd_sc_hd__nor2_1	6	6
sky130_fd_sc_hd__dfrtp_1	21	21
sky130_fd_sc_hd__nor3_1	2	2
sky130_fd_sc_hd__o21ai_0	8	8
sky130_fd_sc_hd__clkdlybuf4s50_1	0	12
sky130_fd_sc_hd__nand3_1	16	16
sky130_fd_sc_hd__mux2_2	2	2
sky130_fd_sc_hd__o21ai_1	3	3
sky130_fd_sc_hd__nand2_1	5	5
sky130_fd_sc_hd__ha_1	4	4
sky130_fd_sc_hd__inv_1	12	12
sky130_fd_sc_hd__and3_1	2	2
sky130_fd_sc_hd__clkbuf_8	0	3
sky130_fd_sc_hd__o21a_1	2	2
sky130_fd_sc_hd__nor2b_1	3	3
sky130_fd_sc_hd__buf_4	1	13
[area by class of cell]
| class | instances | area share, % |
|---|---|---|
| repair buffers | 25 | 13.08 |
| well taps | 105 | 7.895 |
| inverters | 12 | 2.707 |
| clock buffers | 3 | 2.481 |
| clock inverters | 1 | 1.805 |
| flip-flops and latches | 22 | 33.16 |
| multi-input cells | 92 | 38.87 |
Power and IR drop assume default switching activity.
