File: ./run.sh
#!/bin/bash
# OpenROAD 26Q1-2900-gdf79404cd8, Yosys 0.63+post, stock flow scripts
make -C /OpenROAD-flow-scripts/flow DESIGN_CONFIG=/design/flow/config.mk WORK_HOME=/design/flow/orfs finish
File: ./config.mk
export PLATFORM = sky130hd
export DESIGN_NAME = uart_tx_top
export DESIGN_NICKNAME = uart_tx_top
export VERILOG_FILES = /design/flow/design.v
export SDC_FILE = /design/flow/constraint.sdc
export NUM_CORES = 4
export LEC_CHECK = 1
export CORE_UTILIZATION = 30
File: ./constraint.sdc
current_design uart_tx_top

set clk_period 2.6
set clk_io_pct 0.2

create_clock -name clk0 -period $clk_period [get_ports {clk}]

set non_clock_inputs [all_inputs -no_clocks]
set_input_delay [expr $clk_period * $clk_io_pct] -clock clk0 $non_clock_inputs
set_output_delay [expr $clk_period * $clk_io_pct] -clock clk0 [all_outputs]
File: ./design.v
`timescale 1ns / 1ps
module uart_tx_top (
    input  logic       clk,
    input  logic       rst,
    input  logic [7:0] tx_data,
    input  logic       start_trigger,
    output logic       tx,
    output logic       tx_busy
);
    logic w_b_tick;
    Baud_tick_gen_9600 U_B_TICK_GEN (
        .clk   (clk),
        .rst   (rst),
        .b_tick(w_b_tick)
    );
    uart_tx U_UART_TX (
        .clk          (clk),
        .rst          (rst),
        .start_trigger(start_trigger),
        .tx_data      (tx_data),
        .b_tick       (w_b_tick),
        .tx           (tx),
        .tx_busy      (tx_busy)
    );
endmodule
module uart_tx (
    input  logic       clk,
    input  logic       rst,
    input  logic       start_trigger,
    input  logic [7:0] tx_data,
    input  logic       b_tick,
    output logic       tx,
    output logic       tx_busy
);
    localparam [2:0] IDLE = 3'h0, WAIT = 3'h1, START = 3'h2, DATA = 3'h3, STOP = 3'h4;
    logic [2:0] state, next;
    logic [2:0] bit_cnt_reg, bit_cnt_next;
    logic [7:0] data_reg, data_next;
    logic [3:0] b_tick_cnt_reg, b_tick_cnt_next;
    logic tx_busy_reg, tx_busy_next;
    assign tx_busy = tx_busy_reg;
    logic tx_reg, tx_next;
    assign tx = tx_reg;
    always_ff @(posedge clk, posedge rst) begin
        if (rst) begin
            state          <= IDLE;
            tx_reg         <= 1'b1;   
            b_tick_cnt_reg <= 0;
            bit_cnt_reg    <= 0;
            data_reg       <= 0;
            tx_busy_reg    <= 0;
        end else begin
            state          <= next;
            tx_reg         <= tx_next;
            b_tick_cnt_reg <= b_tick_cnt_next;
            bit_cnt_reg    <= bit_cnt_next;
            data_reg       <= data_next;
            tx_busy_reg    <= tx_busy_next;
        end
    end
    always_comb begin
        next            = state;
        tx_next         = tx_reg;
        b_tick_cnt_next = b_tick_cnt_reg;
        bit_cnt_next    = bit_cnt_reg;
        data_next       = data_reg;
        tx_busy_next    = tx_busy_reg;
        case (state)
            IDLE: begin
                tx_next      = 1'b1;
                data_next    = tx_data;
                tx_busy_next = 1'b0;
                if (start_trigger == 1'b1) begin
                    tx_busy_next = 1'b1;
                    next = WAIT;
                end
            end
            WAIT: begin
                if (b_tick) begin
                    b_tick_cnt_next = 0;
                    next = START;
                end
            end
            START: begin
                tx_next = 1'b0;
                if (b_tick) begin
                    if (b_tick_cnt_reg == 15) begin
                        b_tick_cnt_next = 0;
                        bit_cnt_next    = 0;
                        next            = DATA;
                    end else begin
                        b_tick_cnt_next = b_tick_cnt_reg + 1;
                    end
                end
            end
            DATA: begin
                tx_next = data_reg[0];
                if (b_tick) begin
                    if (b_tick_cnt_reg == 15) begin
                        b_tick_cnt_next = 0;
                        if (bit_cnt_reg == 7) begin
                            next = STOP;
                        end else begin
                            bit_cnt_next = bit_cnt_reg + 1;
                            data_next = data_reg >> 1;
                        end
                    end else begin
                        b_tick_cnt_next = b_tick_cnt_reg + 1;
                    end
                end
            end
            STOP: begin
                tx_next = 1'b1;
                if (b_tick) begin
                    if (b_tick_cnt_reg == 15) begin
                        tx_busy_next = 1'b0;
                        next = IDLE;
                    end else begin
                        b_tick_cnt_next = b_tick_cnt_reg + 1;
                    end
                end
            end
        endcase
    end
endmodule
module Baud_tick_gen_9600 (
    input  clk,
    input  rst,
    output b_tick
);
    localparam BAUDRATE = 9600 * 16;
    localparam BAUD_count = 100_000_000 / BAUDRATE;
    logic [$clog2(BAUD_count)-1:0] count_reg, count_next;
    logic tick_reg, tick_next;
    assign b_tick = tick_reg;
    always_ff @(posedge clk, posedge rst) begin
        if (rst) begin
            count_reg <= 0;
            tick_reg  <= 0;
        end else begin
            count_reg <= count_next;
            tick_reg  <= tick_next;
        end
    end
    always_comb begin
        count_next = count_reg;
        tick_next  = tick_reg;
        if (count_reg == BAUD_count) begin
            count_next = 0;
            tick_next  = 1'b1;
        end else begin
            count_next = count_reg + 1;
            tick_next  = 1'b0;
        end
    end
endmodule
==> run summary <==
status -> complete, no violations
arrival time at the worst endpoint -> 2020 ps
Startpoint Class -> flop
mean cell area of the mapped netlist -> 10.5 sq um
PwrDens -> 529 nW/um^2
Leak -> 0.806 nW
DR WL/cell -> 12.2 um
Endpoint, Worst Hold -> U_B_TICK_GEN.count_reg[0]
adder share -> 0.0303
H-tree Lvls -> 2
placed cells -> 232
Iter 0 DRT Violations -> 49
Final TNS setup -> 0 ps
mux share -> 0.0129
Tot GR Track Use -> 0.111
dominant kind of combinational cell -> simple AND/OR/NAND/NOR gates
Yosys cell types -> 44
reg2reg end -> U_UART_TX.data_reg[5]
vias in the first global route -> 1133
area leader, netlist -> dfrtp_1
clock slew at reported path FFs -> 60 ps
CTS tree -> done
worst r2r path cells -> 4
clk sinks -> 33
post-route clock period utilization -> 0.692
DRC Markers -> 0
first-pass GRT wire length -> 5190 um
die width -> 76.1 um
Min-Delay Startpoint -> U_B_TICK_GEN.count_reg[0]
Slew @ Worst Pin -> 583 ps
hold depth -> 1
CTS Hold Bufs -> 0
n_diodes -> 0
reg2reg setup slack -> 800 ps
post-CTS setup buffers -> 0
Layout Cells excl Fill -> 240
I/O pin cnt -> 13
antenna violations before repair -> 0
VDD IR max -> 0.000262 V
max FFs per register -> 10
final-layout fill cell count -> 519
DRT Pass-1 Iters -> 4
share of cells above drive strength 1 -> 0.124
Root Driver -> clkbuf_8
CP endpoint kind -> flop
unrepaired setup endpoints after global routing -> no
Reg area -> 828 sq um
ys flop type -> dfrtp_1
Slew HR -> 0.611
FP Util -> 0.317
Bufs on Longest Clock Path -> 2
largest net degree at the start of global routing -> 34
f_max -> 555 MHz
Final setup viols -> 0
met2 usage -> 0.162
final hold vios -> 0
register share after synthesis -> 0.502
Worst Setup Path Type -> flop to flop
Top cells by area -> dfrtp_1, nand3_1, o221a_2
ys async rst share -> 1.00
Compound Share, Synth -> 0.185
CTS resizes -> 0
Worst Skew -> 4.43 ps
Cells after Synth -> 157
r2r startpoint -> U_UART_TX.b_tick_cnt_reg[0]
port bufs -> 12
total core area -> 5200 sq um
gr busiest metal -> met1
M3 GR Usage -> 0.0255
post-place setup slack -> 785 ps
Antenna Violating Nets Remaining -> 0
Cell Area, Synth -> 1650 sq um
Synth Warn # -> 2
simple-gate share of the synthesized area -> 0.203
max-cap violations -> 0
setup ws final -> 800 ps
GR Util met1 -> 0.178
stage-log warning count -> 25
CP Max Fanout -> 12
logic area -> 763 sq um
Max-area cell share -> 0.470
WHS -> 490 ps
CP required -> 2820 ps
Area Growth Syn to Fin -> 17.1%
post-synthesis xor/xnor area fraction -> 0.0319
Post-synth EDFFs -> 0
DIE HEIGHT -> 76.1 um
Post-DP HPWL -> 1990 um
Hold/Removal Path Class -> flop to flop
ys flops -> 33
clk latency late pin -> 280 ps
yosys synthesis chip area -> 1650 sq um
vias per std cell -> 5.02
min cycle time layout -> 1800 ps
Slew Viols, Final -> 0
grt total ovfl -> 0
yosys cell count -> 157
RD Place Congestion -> 0.763
final wirelength -> 2930 um
cell row count -> 26
die area -> 5800 sq um
Num CTS Buffers -> 5
via count -> 1205
[worst max-delay path, cell delays in order, from the launching register on]
cell and delay, ps:
dfrtp_1 390, ha_1 280, nand4_1 390, o22ai_1 420, o221a_2 260
[cells in the final DEF (no fill, tap or decap), types with 2 or more instances in the layout]
master           netlist  final
o41a_1                 2      2
o311ai_0               2      2
dfstp_2                2      2
o221a_2                5      5
a31oi_1                3      3
inv_1                  6      6
xnor2_1                3      3
nand3_1               12     12
clkbuf_8               0      7
ha_1                   4      4
nand2b_1               5      5
nor2_1                 9      9
clkdlybuf4s50_1        0     12
nor2b_1                3      3
a21oi_1                3      3
nand2_1               11     11
and2_1                 4      4
o21ai_0               11     11
a22o_1                 3      3
dfrtp_1               31     31
xor2_1                 3      3
a211oi_1               3      3
nand4_1                3      3
nand3b_1               3      3
[power by group]
part / leakage (nW) / internal [mW] / switching (mW)
sequential: 0.418 / 0.532 / 0.0133
combinational: 0.334 / 0.0334 / 0.0189
clock: 0.0542 / 0.239 / 0.183
[cells by family after synthesis]
| logic type | count (synthesis) |
|---|---|
| AND/OR/NAND/NOR | 57 |
| AND-OR/OR-AND | 41 |
| flip-flops | 33 |
| buffers and inverters | 14 |
| XOR/XNOR | 6 |
| adder cells (fa/ha/maj) | 4 |
| multiplexers | 2 |
[how the worst max path moves through the flow]
stage                                        from                     to  slack, ps  cells after the start
final                 U_UART_TX.b_tick_cnt_reg[0]  U_UART_TX.data_reg[5]        800                      4
after CTS             U_UART_TX.b_tick_cnt_reg[0]  U_UART_TX.data_reg[5]        770                      4
after global routing  U_UART_TX.b_tick_cnt_reg[0]  U_UART_TX.data_reg[6]        590                      4
[layout make-up]
cell class | count | area share
sequential | 33 | 0.429
multi-input combinational | 110 | 0.395
timing repair buffer | 13 | 0.0661
clock buffer | 7 | 0.0499
tap | 70 | 0.0454
inverter | 6 | 0.0117
clock inverter | 1 | 0.00259
[Yosys cell counts (2+ instances only)]
cell,instances
dfrtp_1,31
nand3_1,12
nand2_1,11
o21ai_0,11
nor2_1,9
inv_1,6
nand2b_1,5
o221a_2,5
and2_1,4
ha_1,4
a211oi_1,3
a21oi_1,3
a22o_1,3
a31oi_1,3
buf_2,3
clkbuf_1,3
nand3b_1,3
nand4_1,3
nor2b_1,3
xnor2_1,3
xor2_1,3
dfstp_2,2
o311ai_0,2
o41a_1,2
[routing by layer]
layer / up-vias / wire length, um
li1: 604 / -
met3: 7 / 160
met5: - / 0
met4: 0 / 39
met2: 25 / 1300
met1: 569 / 1440
[metrics by stage]
step           area (sq um)  utilization  power, mW
6_report               1930        0.371       1.02
5_1_grt                1930        0.371       1.07
4_1_cts                1930        0.371       1.04
3_5_place_dp           1830        0.351      0.609
3_3_place_gp           1830        0.351      0.609
2_1_floorplan          1650            -      0.580
No activity file was given, so power comes from the tool's default toggle rates.
